## design/flow/design.v

```verilog
module VERILOGStart(led0, led1, led2, led3, bzzz, clk, key0, key1, key2);
	output led0, led1, led2, led3, bzzz;
	input clk, key0, key1, key2;
	reg led0, led1, led2, led3, bzzz;
	reg key0Prev, key1Prev, key2Prev;
	reg onBzzz;
	reg[24:0] counter0, counter1, counter2, counter3;
	always@(posedge clk)	
	begin
		if(counter0 < 25'd25000000)
			begin
				counter0 <= counter0 + 1;
			end
		else
			begin			
				led0 <= ~led0;
				counter0 <= 0;
			end
		if(counter1 < 24'd12500000)
			begin
				counter1 <= counter1 + 1;
			end
		else
			begin			
				led1 <= ~led1;
				counter1 <= 0;
			end
		if(counter2 < 23'd6250000)
			begin
				counter2 <= counter2 + 1;
			end
		else
			begin			
				led2 <= ~led2;
				counter2 <= 0;
			end
		if(counter3 < 16'd56818)
			begin
				counter3 <= counter3 + 1;
			end
		else
			begin				
				counter3 <= 0;
				if(onBzzz == 1)
					begin
						bzzz <= ~bzzz;
					end 
				else
					begin
						bzzz <= 0;
					end	
			end		
	end
	always@(posedge clk)	
	begin
		if(key0 == 1 && key0Prev == 0)
			begin
				led3 <= ~led3;
			end
		if(key1 == 1 && key1Prev == 0)
			begin
				onBzzz <= 1;
			end
		if(key2 == 1 && key2Prev == 0)
			begin
				onBzzz <= 0;
			end			
		key0Prev <= key0;
		key1Prev <= key1;
		key2Prev <= key2;
	end
endmodule
```

## design/flow/config.mk

```make
export PLATFORM = sky130hd
export DESIGN_NAME = VERILOGStart
export DESIGN_NICKNAME = VERILOGStart
export VERILOG_FILES = /design/flow/design.v
export SDC_FILE = /design/flow/constraint.sdc
export NUM_CORES = 4
export LEC_CHECK = 1
export CORE_UTILIZATION = 50
```

## design/flow/constraint.sdc

```tcl
current_design VERILOGStart

set clk_period 4.7
set clk_io_pct 0.2

create_clock -name clk0 -period $clk_period [get_ports {clk}]

set non_clock_inputs [all_inputs -no_clocks]
set_input_delay [expr $clk_period * $clk_io_pct] -clock clk0 $non_clock_inputs
set_output_delay [expr $clk_period * $clk_io_pct] -clock clk0 [all_outputs]
```

## design/flow/run.sh

```bash
#!/bin/bash
# OpenROAD 26Q1-2900-gdf79404cd8, Yosys 0.63+post, stock flow scripts
make -C /OpenROAD-flow-scripts/flow DESIGN_CONFIG=/design/flow/config.mk WORK_HOME=/design/flow/orfs finish
```

==> results.txt <==
yosys + openroad results -> average instance area after synthesis=a little over 9 sq um, TritonCTS Buffers=9, post-layout instance area=about 5100 sq um, DR vias/cell=5.65, most common logic cell in the routed design=sky130_fd_sc_hd__dfxtp_1, Critical R2R Capture=led2$_DFFE_PP_, initial antenna violation count=0, placer's final routability congestion estimate=0.875, worst-path maximum fanout=2, cell-by-cell listing of the critical path=clkdlybuf4s50_1, number of nets with antenna violations after routing=0, Clock transition at path regs=110 ps, FP Util=0.526, relative area change from synthesis to final layout=8.46%, ys cells=slightly above 500, portion of total power attributed to combinational logic=0.017, Cells after Synth=between 500 and 600, most used flip-flop cell=sky130_fd_sc_hd__dfxtp_1, number of buffers inserted by port buffering=8, CP Data Arrival Time=1190 ps, total buffers and inverters traversed by the critical path=1, Avg WL per Cell=12.9 um, YS warnings=1, wire length of the first global-routing pass=14500 um, Netlist Area Pre-Place=4680 sq um, postcts setup bufs=0, Setup crit start kind=flip-flop, Pleak=about 0.0017 uW, Critical Path Max Stage Delay=~470 ps, unrepaired setup endpoints after global routing=false, clock root buffer master=sky130_fd_sc_hd__clkbuf_8, path class of the lowest-slack min-delay path=reg -> reg, NetSw=326 uW, antenna diode count=0, power density cells=298 nW/um^2, CP required=3760 ps, cells on worst reg2reg path=4, share of flip-flops with an asynchronous set or reset after synthesis=0, die height=98.7 um, Setup TNS=0 ps, Core ar.=approximately 8900 sq um, synthesized flop and latch total=between 100 and 150, Overflow after GRT=0, CP endpoint kind=output pin, area of the synthesized netlist per yosys stat=4680 sq um, combined flip-flop and latch cell area=2230 sq um, kind of critical path=reg -> out, design internal power=1180 uW, Max-Slew Margin vs Limit=0.448, HPWL reported at the end of detailed placement=between 5000 and 6000 um, commonest cells after routing, fill and taps aside=sky130_fd_sc_hd__dfxtp_1 (104), sky130_fd_sc_hd__nor3_1 (37), sky130_fd_sc_hd__nand3_1 (36), part of the total power dissipated in sequential elements=0.630, sequential share of the synthesized area=0.477, Rows=34, library cell contributing the largest single delay on the critical path=sky130_fd_sc_hd__clkdlybuf4s50_1, Hold Path Cell Cnt=2, post-route worst hold slack=444 ps, worst voltage drop across the vdd grid=between 150 and 200 uV, pin count of the biggest net entering global routing=26, minimum setup slack in the final design=2570 ps, number of fillers in the final layout=791, final count of pins violating max slew=0, horizontal die dimension=98.7 um, layout cells sized above 1=0.0570, Clk network pwr share=0.353, fin crit period=2130 ps, total number of clock tree sinks=109, outcome=complete, no violations, Hold Path End=onBzzz$_SDFFE_PP0P_, fraction of the core area covered by cells at the end of the flow=0.570, maximum clock insertion buffer count=2, Period Utilization, post-route=0.453, Max H-tree Level=3, total placed instance area=4880 sq um, first-pass detailed-route iteration total=4, clock latency on the worst-skew pair=between 300 and 400 ps, Post-route DRC=0, Detailed Route Iter0 Violations=139, Die Footprint=9740 sq um, total wire length after detailed routing=~8000 um, critical hold path startpoint=key2Prev$_DFF_P_, logic area=2340 sq um, GRT Util Overall=0.185, setup violation total in the final timing report=0, launching point of the worst reg2reg path=counter2[15]$_SDFF_PP0_, critical path's top delay family=buffers and inverters, switching part of the total power=0.216, setup slack of the worst register-to-register path=2570 ps, post-CTS resize count=0, count of flip-flops with a built-in enable after synthesis=5, number of distinct library cells after synthesis=between 40 and 50, number of global-route vias before repair=3163, total of max-cap violations=0, achievable frequency=about 470 MHz, worst clock skew=roughly 13 ps, worst-margin pin slew=between 800 and 900 ps, CTS tree=yes, number of placed I/O pins=9, Hold Violations, Final=0, setup slack after placement=roughly 2600 ps, total number of warnings across the stage logs=25, total of hold buffers inserted after clock tree synthesis=0, overall via count from detail_route=3581
-- worst max path at each step --
stage / endpoint / slack, ps / cells after the start / start
CTS: led3 / 2550 / 1 / led3$_DFFE_PP_
global route: counter2[18]$_SDFF_PP0_ / 2460 / 5 / counter2[0]$_SDFF_PP0_
finish: led3 / 2570 / 1 / led3$_DFFE_PP_
-- cells in the mapped netlist, drive strengths merged (4+ instances only) --
cell type | number | area [sq um]
a211oi | 17 | 128
a21oi | 16 | 80.1
and3 | 12 | 75.1
and4 | 9 | 78.8
buf | 10 | 50.1
clkbuf | 11 | 41.3
dfxtp | 104 | 2080
edfxtp | 5 | 150
ha | 4 | 50.1
inv | 17 | 63.8
nand2 | 23 | 86.3
nand3 | 36 | 180
nand4 | 25 | 178
nor2 | 35 | 131
nor3 | 37 | 185
nor4 | 10 | 62.6
o21ai | 11 | 55.1
o31ai | 16 | 120
or2 | 4 | 25.0
or3 | 12 | 75.1
or4 | 23 | 173
xnor2 | 30 | 263
xor2 | 22 | 193
-- cell families (layout without fill, tap and decap cells) --
| kind of cell | count (synthesis) | in the layout | share of synthesized area |
|---|---|---|---|
| compound gates | 70 | 70 | 0.102 |
| xor+xnor | 52 | 52 | 0.0974 |
| fa+ha+maj | 4 | 4 | 0.0107 |
| buf+inv | 38 | 46 | 0.0332 |
| flops | 109 | 109 | 0.477 |
| other cells | 1 | 12 | 0.000802 |
| simple gates | 233 | 233 | 0.279 |
-- power by group through the flow --
stage         Combinational (uW)  Clock [uW]  Sequential, uW
finish                      25.4         533             950
global route                29.2         596             953
CTS                         25.9         554             951
-- per-stage QoR --
stage                     instances  power (uW)
after floorplan                 518         985
after global placement          618         997
after detailed placement        618         998
after CTS                       634        1530
after global routing            634        1580
final                           634        1510
-- state kept, by name, indices dropped and copies added, names as in the netlist --
| signal | cells |
|---|---|
| counter3 | 25 |
| led2 | 1 |
| key1Prev | 1 |
| counter2 | 25 |
| led0 | 1 |
| led3 | 1 |
| onBzzz | 1 |
| led1 | 1 |
| counter1 | 25 |
| key0Prev | 1 |
| counter0 | 25 |
| bzzz | 1 |
| key2Prev | 1 |
-- cell type report --
type,count,area share
Multi-Input combinational cell,371,0.461
Sequential cell,109,0.440
Clock buffer,12,0.0306
Tap cell,108,0.0266
Timing Repair Buffer,13,0.0232
Inverter,17,0.0126
Clock inverter,4,0.00617
-- routing by layer --
| layer | track usage | wire length (um) |
|---|---|---|
| met1 | 0.297 | 4280 |
| met5 | 0 | 0 |
| met4 | 0.0172 | 76 |
| met2 | 0.285 | 3630 |
| met3 | 0.0325 | 222 |
Power is estimated from default activity; no workload was simulated.
