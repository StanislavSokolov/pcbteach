[design/flow/config.mk]
export PLATFORM = sky130hd
export DESIGN_NAME = ReceiverUART
export DESIGN_NICKNAME = ReceiverUART
export VERILOG_FILES = /design/flow/design.v
export SDC_FILE = /design/flow/constraint.sdc
export NUM_CORES = 4
export LEC_CHECK = 1
export CORE_UTILIZATION = 30
[design/flow/constraint.sdc]
current_design ReceiverUART

set clk_period 2.4
set clk_io_pct 0.2

create_clock -name clk0 -period $clk_period [get_ports {clk}]

set non_clock_inputs [all_inputs -no_clocks]
set_input_delay [expr $clk_period * $clk_io_pct] -clock clk0 $non_clock_inputs
set_output_delay [expr $clk_period * $clk_io_pct] -clock clk0 [all_outputs]
[design/flow/design.v]
module ReceiverUART(clk, rx, data, update, led);
	input clk, rx;
	output[7:0] data;
	output update, led;
	reg[7:0] data;
	reg update, led;
	reg[15:0] count = 0;  
	reg[2:0] bitPosition = 0;
	reg rxPrev = 1;
	reg[7:0] dataBuf = 0;
	parameter Waiting = 0, Starting = 1, ReceivingData = 2, Stopping = 3, Updating = 4;
	reg[2:0] stateUART = Waiting;
	always@(posedge clk)
	begin
		case (stateUART) 
				Waiting : 
					begin
						if (rx == 0 && rxPrev == 1)
							begin
								stateUART <= Starting;
								count <= 0;
							end
						update <= 0;
					end	
				Starting :
					begin
						if (rx == 0)
							begin
								if (count < 5200/2)
									count <= count + 1;
								else
									begin
										count <= 0;
										stateUART <= ReceivingData;
									end
							end		
						else 
							begin
								stateUART <= Waiting;
								count <= 0;
							end	
					end
				ReceivingData :
					begin
						if (count < 5200)
							count <= count + 1;
						else
							begin
								count <= 0;
								dataBuf[bitPosition] <= rx;
								if (bitPosition < 7)
									bitPosition <= bitPosition + 1;
								else
									begin
										bitPosition <= 0;
										stateUART <= Stopping;
									end	
							end
					end 
				Stopping :
					begin
						data <= dataBuf;
						led <= ~ led;
						stateUART <= Updating;
					end	
				Updating :
					begin
						update <= 1;	
						stateUART <= Waiting;
					end
				default : stateUART <= Waiting;
		endcase
		rxPrev <= rx;	
	end
endmodule
[design/flow/run.sh]
#!/bin/bash
# OpenROAD 26Q1-2900-gdf79404cd8, Yosys 0.63+post, stock flow scripts
make -C /OpenROAD-flow-scripts/flow DESIGN_CONFIG=/design/flow/config.mk WORK_HOME=/design/flow/orfs finish
==> impl_metrics.xml <==
<?xml version="1.0" encoding="UTF-8"?>
<metrics>
  <group name="outcome">
    <metric name="status" unit="">complete, no violations</metric>
  </group>
  <group name="critical_path">
    <metric name="worst_setup_path_start_kind" unit="">register</metric>
    <metric name="cp_data_required_time" unit="ns">2.45</metric>
    <metric name="setup.worst_path.start" unit="">bitPosition[1]</metric>
    <metric name="worst-setup-path-type" unit="">register to register</metric>
    <metric name="setup.worst_path.end_class" unit="">register</metric>
    <metric name="cp_slowest_cell" unit="">sky130_fd_sc_hd__edfxtp_1</metric>
    <metric name="r2r_cells" unit="">5</metric>
    <metric name="worstPathCellList" unit="">inv_1 -&gt; ha_1 -&gt; xor2_1 -&gt; nor4_1 -&gt; mux2_2</metric>
    <metric name="path_max_fanout" unit="">6</metric>
    <metric name="worstPathArrival" unit="ns">1.98</metric>
    <metric name="critical-path-max-stage-delay" unit="ns">0.40</metric>
    <metric name="worstReg2RegStart" unit="">bitPosition[1]</metric>
  </group>
  <group name="synth">
    <metric name="post_synth_inst_count" unit="">164</metric>
    <metric name="synthesis.yosys.warnings" unit="">1</metric>
    <metric name="syn_area" unit="mm2">0.00198</metric>
    <metric name="post_synth.cell_area_avg" unit="um2">12.0</metric>
    <metric name="top_area_contributor_share" unit="%">60.8</metric>
    <metric name="yosys.stat.chipArea" unit="mm2">0.00198</metric>
    <metric name="number_of_cells_in_the_yosys_synthesis_report" unit="">164</metric>
    <metric name="post_synth_main_area_contributors" unit="">sky130_fd_sc_hd__edfxtp_1 (61%), sky130_fd_sc_hd__xnor2_1 (4.9%), sky130_fd_sc_hd__a21oi_1 (3.8%), sky130_fd_sc_hd__ha_1 (3.2%), sky130_fd_sc_hd__nand2_1 (2.7%)</metric>
    <metric name="synth-seq-area-share" unit="%">61.8</metric>
    <metric name="netlist.top_cell.by_area" unit="">sky130_fd_sc_hd__edfxtp_1</metric>
    <metric name="ys_types" unit="">30</metric>
    <metric name="ys_seq_elements" unit="">41</metric>
  </group>
  <group name="clocking">
    <metric name="clock_sinks" unit="">41</metric>
    <metric name="cts_buffers" unit="">5</metric>
    <metric name="cts-resized-gates" unit="">0</metric>
    <metric name="postCtsSetupRepairBufs" unit="">0</metric>
    <metric name="clk_pin_slew_worst_paths" unit="ns">0.08</metric>
    <metric name="clock_insertion_delay_worst_skew" unit="ns">0.29</metric>
    <metric name="htreeDepth" unit="">2</metric>
    <metric name="tritoncts" unit="">yes</metric>
    <metric name="post_cts_hold_buffer_count" unit="">0</metric>
    <metric name="clockBufferDepth" unit="">2</metric>
    <metric name="clk_root_buffer_cell" unit="">sky130_fd_sc_hd__clkbuf_8</metric>
  </group>
  <group name="power">
    <metric name="total_leakage_power" unit="uW">0.000784</metric>
    <metric name="power-per-cell-area" unit="mW/mm2">1210</metric>
    <metric name="ir_drop" unit="V">0.000476</metric>
    <metric name="power" unit="uW">2810</metric>
  </group>
  <group name="drt">
    <metric name="first_drt_pass_iteration_count" unit="">4</metric>
    <metric name="ant_nets" unit="">0</metric>
    <metric name="detail_route.wirelength" unit="um">3040</metric>
    <metric name="viasPerCell" unit="">4.75</metric>
    <metric name="route.vias.total" unit="">1244</metric>
    <metric name="routed_wire_length_per_instance" unit="um">11.6</metric>
    <metric name="post-route-drc-count" unit="">0</metric>
    <metric name="drt_first_iter_violations" unit="">68</metric>
    <metric name="route.antenna.diode_count" unit="">0</metric>
  </group>
  <group name="floorplan">
    <metric name="core.rowCount" unit="">29</metric>
    <metric name="core_area" unit="mm2">0.00635</metric>
    <metric name="pin_count" unit="">12</metric>
    <metric name="die-width" unit="um">83.2</metric>
    <metric name="die_height" unit="um">83.2</metric>
    <metric name="fp-utilization" unit="%">31.1</metric>
    <metric name="floorplan.die_area" unit="mm2">0.00691</metric>
  </group>
  <group name="final_timing">
    <metric name="max_freq" unit="MHz">518</metric>
    <metric name="timing.hold.ws" unit="ns">0.452</metric>
    <metric name="final.period_utilization" unit="%">80.4</metric>
    <metric name="final_period_minus_worst_setup_slack" unit="ns">1.93</metric>
    <metric name="slew_viol_final" unit="">0</metric>
    <metric name="finalClockSkew" unit="ns">0.00533</metric>
    <metric name="timing.setup.tns" unit="ns">0</metric>
    <metric name="grt_setup_unrepaired" unit="">no</metric>
    <metric name="setup_viol" unit="">0</metric>
    <metric name="final_hold_viol_count" unit="">0</metric>
  </group>
  <group name="placed_design">
    <metric name="gp_congestion" unit="">0.778</metric>
    <metric name="placed_cells" unit="">254</metric>
    <metric name="port_buffers" unit="">11</metric>
    <metric name="hpwlAfterDp" unit="um">2100</metric>
  </group>
  <group name="global_route">
    <metric name="grt_max_degree" unit="">17</metric>
    <metric name="global_route.overflow_total" unit="">0</metric>
    <metric name="vias_in_the_first_global_route" unit="">1143</metric>
    <metric name="grt_antenna_before_repair" unit="">0</metric>
    <metric name="grt_first_pass_wirelength" unit="um">5330</metric>
    <metric name="grtUsageTotal" unit="%">9.69</metric>
  </group>
  <group name="cells_and_area">
    <metric name="fraction_of_layout_instances_using_a_drive_strength_above_1" unit="%">11.4</metric>
    <metric name="postLayoutCoreUtil" unit="%">36.7</metric>
    <metric name="areaGrowthSynthToFinish" unit="%">18.0</metric>
    <metric name="layout.cells.non_filler" unit="">262</metric>
  </group>
  <group name="run">
    <metric name="max_cap_viol_count" unit="">0</metric>
    <metric name="tool_warnings" unit="">28</metric>
  </group>
  <group name="hold_path">
    <metric name="hold_start" unit="">dataBuf[4]</metric>
    <metric name="hold_depth" unit="">0</metric>
    <metric name="hold_path.class" unit="">register to register</metric>
  </group>
</metrics>
-- flip-flops by register name, summed over array words and instances (netlist names) --
name / cells
rxPrev: 1
stateUART: 3
led: 1
update: 1
dataBuf: 8
count: 16
bitPosition: 3
data: 8
-- worst max-delay path, delay by kind of cell, from the launching register on --
family / cells / cell delay (ns)
buf+inv: 1 / 0.12
flops: 1 / 0.40
mux: 1 / 0.38
xor+xnor: 1 / 0.17
simple gates: 1 / 0.40
fa+ha+maj: 1 / 0.22
-- synthesized netlist by cell type, drive strengths merged --
master   instances
a31oi            1
mux2             4
or3              4
buf              5
and2             1
a2111oi          1
nand2           14
o21ai            9
inv              9
a21boi           1
nor3b            1
edfxtp          40
xnor2           11
nand2b           2
and3             1
nor3             4
xor2             3
nand3            6
nand4            4
nor4             4
a21oi           15
conb             1
nor2            14
o211ai           2
clkbuf           1
ha               5
dfxtp            1
-- where the power goes --
part | total, uW | leakage [uW] | internal (uW) | switching (uW)
sequential | 1410 | 0.000395 | 1170 | 243
clock | 643 | 0.0000681 | 413 | 230
combinational | 754 | 0.000321 | 341 | 413
total | 2810 | 0.000784 | 1920 | 886
-- area by class of cell --
type                       instances  area, um2
sequential                        41       1220
inverter                           9       33.8
fill                             579       4020
clock buffer                       5       68.8
tap                               77       96.3
timing repair buffer              17        155
multi-input combinational        110        691
clock inverter                     3       65.1
-- stage by stage --
step	setup WS (ns)	cell area, um2
2_1_floorplan	0.295	1980
3_3_place_gp	0.213	2200
3_5_place_dp	0.204	2200
4_1_cts	0.480	2330
5_1_grt	0.347	2330
6_report	0.470	2330
-- logic make-up (layout without fill, tap and decap cells) --
family / Yosys count / count (layout) / synth area share, %
muxes: 4 / 4 / 2.28
and+or+nand+nor: 55 / 55 / 13.8
xor gates and xnor gates: 14 / 14 / 6.21
DFF: 41 / 41 / 61.8
other: 1 / 3 / 0.190
AOI/OAI and AO/OA: 29 / 29 / 8.93
buffers and inverters: 15 / 34 / 3.61
adders and majority gates: 5 / 5 / 3.17
-- layer usage --
| metal | up-vias | routed length, um | global-route usage [%] |
|---|---|---|---|
| met2 | 17 | 1300 | 13.6 |
| met1 | 594 | 1580 | 16.9 |
| met5 | - | 0 | 0 |
| li1 | 628 | - | - |
| met3 | 5 | 91 | 1.82 |
| met4 | 0 | 61 | 1.72 |
-- cell usage in the layout, fill, tap and decap left out, types with 6 or more instances in the layout --
cell / n
sky130_fd_sc_hd__nor2_1: 14
sky130_fd_sc_hd__xnor2_1: 11
sky130_fd_sc_hd__nand2_1: 14
sky130_fd_sc_hd__edfxtp_1: 40
sky130_fd_sc_hd__clkdlybuf4s50_1: 11
sky130_fd_sc_hd__inv_1: 9
sky130_fd_sc_hd__buf_4: 6
sky130_fd_sc_hd__nand3_1: 6
sky130_fd_sc_hd__o21ai_0: 9
sky130_fd_sc_hd__a21oi_1: 15
-- final timing paths --
check / end / slack [ns]
max: dataBuf[4] / 0.47
max reg2reg: dataBuf[4] / 0.47
min: data[4] / 0.45
min reg2reg: data[4] / 0.45
Power is estimated from default activity; no workload was simulated.
